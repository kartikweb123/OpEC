--- ./run.sh ---
#!/bin/bash
# OpenROAD 26Q1-2900-gdf79404cd8, Yosys 0.63+post, stock flow scripts
make -C /OpenROAD-flow-scripts/flow DESIGN_CONFIG=/design/flow/config.mk WORK_HOME=/design/flow/orfs finish
--- ./constraint.sdc ---
current_design alu_4bit

set clk_period 2.7
set clk_io_pct 0.2

create_clock -name clk0 -period $clk_period [get_ports {clk}]

set non_clock_inputs [all_inputs -no_clocks]
set_input_delay [expr $clk_period * $clk_io_pct] -clock clk0 $non_clock_inputs
set_output_delay [expr $clk_period * $clk_io_pct] -clock clk0 [all_outputs]
--- ./design.v ---
module dff 
#(
	parameter WIDTH = 8,
	parameter TEST = 3  
)
(
    clk,               
    rst_n,             
    d,
    q
);
	input wire clk;
	input wire rst_n;
	input wire [WIDTH-1:0] d;
	output reg [WIDTH-1:0] q;
    always @(posedge clk or negedge rst_n) begin
        if (!rst_n) q <= 0; 
        else q <= d;
    end
    wire tclk;
    reg [2:0] hello;
    reg [TEST:1] world;
    reg [TEST-1:0] kartik;
    always @(*)
    		hello = {~tclk, tclk};
    always @(tclk) kartik <= world;  
endmodule
module alu_4bit (
	input wire clk,
	input wire rst,
    input wire [3:0] A,              
    input wire [3:0] B,              
    input wire [1:0] ALU_Sel,        
    output wire [3:0] Result,         
    output wire Zero            
);
    (* keep *) wire [3:0] sum_result;
    (* keep *) wire [3:0] and_result;
    (* keep *) wire [3:0] or_result;
    (* keep *) wire [3:0] sub_result;
    (* keep *) wire carry_out_sum;
    (* keep *) wire carry_out_sub;
    (* keep *) wire [3:0] A_ff, B_ff, Result_ff;
    (* keep *) wire [1:0] ALU_Sel_ff;
    (* keep *) wire Zero_ff;
    (* keep *) wire [3:0] B_for_add_sub;  
    (* keep *) wire carry_in;             
    wire rst_n;
    notgate #(.WIDTH(1)) notgate0 (.a(rst), .y(rst_n));
	dff #(.WIDTH(4)) dff_A (.clk(clk), .rst_n(rst_n), .d(A), .q(A_ff));
	dff #(.WIDTH(4)) dff_B (.clk(clk), .rst_n(rst_n), .d(B), .q(B_ff));
	dff #(.WIDTH(2)) dff_ALU_Sel (.clk(clk), .rst_n(rst_n), .d(ALU_Sel), .q(ALU_Sel_ff));
    assign and_result = A_ff & B_ff;
    assign or_result = A_ff | B_ff;
    assign B_for_add_sub = (ALU_Sel_ff[0] == 1'b1) ? ~B_ff : B_ff;
    assign carry_in = ALU_Sel_ff[0];
    assign {carry_out, sum_result} = A_ff + B_for_add_sub + {3'b000, carry_in};
    assign {carry_out, sub_result} = A_ff + B_for_add_sub + {3'b000, carry_in};
    assign Result_ff = 
    		(ALU_Sel_ff == 2'b00) ? sum_result :
    		(ALU_Sel_ff == 2'b01) ? sub_result :
    		(ALU_Sel_ff == 2'b10) ? and_result :
    		(ALU_Sel_ff == 2'b11) ? or_result : 4'bxxxx;
    assign Zero_ff = (Result_ff == 4'b0000);
    dff #(.WIDTH(4)) dff_Result (.clk(clk), .rst_n(rst_n), .d(Result_ff), .q(Result));
    dff #(.WIDTH(1)) dff_Zero (.clk(clk), .rst_n(rst_n), .d(Zero_ff), .q(Zero));
endmodule
module notgate #(parameter WIDTH = 1) (
    input wire [WIDTH-1:0] a,
    output wire [WIDTH-1:0] y
);
assign y = ~a;
endmodule
--- ./config.mk ---
export PLATFORM = sky130hd
export DESIGN_NAME = alu_4bit
export DESIGN_NICKNAME = alu_4bit
export VERILOG_FILES = /design/flow/design.v
export SDC_FILE = /design/flow/constraint.sdc
export NUM_CORES = 4
export LEC_CHECK = 1
export CORE_AREA = 10 10 83 83
export DIE_AREA = 0 0 93 93
==> results.yml <==
# yosys + openroad results
setup_path:
  startpoint_type: "register"
  cp_slowest_cell: "dfrtp_1"
  cpLargestDelayFamily: "multiplexers"
  cp.arrival_ps: 2150
  cp.required_ps: 2880
  reg2reg_slack_ps: 730
  worstPathMaxFanout: 9
  cpPeakStageDelay_ps: 470
  cp-end-kind: "register"
  worstSetupPathType: "register to register"
  crit_buf_inv: 0
  cp_cell_sequence: "mux2_4 > fa_1 > xor2_1 > mux2_2 > nor3_1 > o21a_1"
cts:
  root_buffer: "clkbuf_8"
  clock.latency.late_pin_ps: 240
  cts.path.max_buffers: 2
  cts_sinks: 15
  cts-htree-levels: 1
  post_cts_resized: 0
  path_clk_slew_ps: 50
  cts_setup_buffers: 0
  cts_hold_buf: 0
  cts_inserted_buffers: 3
  cts_tree: "done"
cells_and_area:
  fill_cells: 593
  area_delta_synth_final_pct: 38.7
  layout_top_cells: "clkdlybuf4s50_1, dfrtp_1, xor2_1, nand2_1"
  final_area_um2: 978
  drive_gt1_share_pct: 14.7
  final_common_cell: "clkdlybuf4s50_1"
final_timing:
  setup_viol: 0
  finalCritPeriodShare_pct: 73.0
  whs_ps: 630
  worst_slew_margin_rel_pct: 63.5
  finalHoldViolations: 0
  fmax_ghz: 0.507
  slew_violations: 0
  worstMarginPinSlew_ps: 546
  period_needed_ps: 1970
  finalSetupTns_ps: 0
  rsz0062_at_grt: "false"
  finClkSkew_ps: 0.703
worst_hold_path:
  hold_class: "register to register"
floorplanning:
  chipArea_mm2: 0.00865
  ios: 17
  die_w_um: 93
  initial_utilization_pct: 13.7
  rows: 26
  coreArea_mm2: 0.00514
  dieHeight_um: 93
place:
  place_hpwl_mm: 1.03
  port_buffers: 16
  placed_area_um2: 933
  gp_congestion: 0.763
yosys:
  syn-cell-area_um2: 706
  syn_area_per_cell_um2: 12.2
  syn_inst: 58
  yosys_warnings: 5
power_and_ir_drop:
  power.leakage_nw: 0.395
  power.density_mw_per_mm2: 543
  peakVddDrop_uv: 240
route:
  ant_nets: 0
  dr.pass1.iters: 3
  drc_errors: 0
  antenna_cells: 0
  vias: 428
  viasPerCell: 2.95
  wl_per_cell_um: 8.44
  wirelength_mm: 1.22
  drt_iter0_drc: 35
global_routing:
  overflow: 0
  grt_pass1_wl_mm: 2.15
  track_usage_pct: 3.02
  grt_max_degree: 16
  grt_pass1_vias: 482
  antenna_found_initial: 0
status:
  outcome: "finished, final reports clean"
flow_run:
  warnings: 25
  max_cap_violations: 0
worst paths after layout:
path / endpoint / start / cells after the start
min in group asynchronous: dff_ALU_Sel.q[1]$_DFF_PP0_ / rst / 2
max: dff_Zero.q$_DFF_PP0_ / dff_ALU_Sel.q[0]$_DFF_PP0_ / 6
max reg2reg: dff_Zero.q$_DFF_PP0_ / dff_ALU_Sel.q[0]$_DFF_PP0_ / 6
min reg2reg: dff_Result.q[0]$_DFF_PP0_ / dff_A.q[0]$_DFF_PP0_ / 2
max in group asynchronous: dff_Result.q[3]$_DFF_PP0_ / rst / 2
min: dff_Result.q[0]$_DFF_PP0_ / dff_A.q[0]$_DFF_PP0_ / 2
metal layers:
metal,vias up,global-route usage [%],routed length (um)
li1,231,-,-
met1,178,4.54,676
met2,19,3.50,399
met3,0,2.10,148
met4,0,0.129,0
met5,-,0,0
tightest hold or removal path: stages, from the launching register on:
cell and delay, ps:
dfrtp_1 360, a21oi_1 50, nor2_1 160
final cells by class:
class | count | area, um2 | share of cell area (%)
Tap cell | 70 | 87.6 | 8.95
Clock buffer | 4 | 45.0 | 4.60
Sequential cell | 15 | 375 | 38.4
Inverter | 2 | 7.51 | 0.767
Multi-Input combinational cell | 38 | 303 | 30.9
Timing Repair Buffer | 16 | 160 | 16.4
flip-flops by register name, indices dropped and copies added, names as in the netlist:
register	flops
dff_Zero.q	1
dff_Result.q	4
dff_A.q	4
dff_B.q	4
dff_ALU_Sel.q	2
per-stage QoR:
stage | power (mW) | setup WS [ps] | instances | util, %
6_report | 0.532 | 729 | 145 | 19.0
5_1_grt | 0.561 | 593 | 145 | 19.0
4_1_cts | 0.541 | 718 | 145 | 19.0
3_5_place_dp | 0.364 | 741 | 141 | 18.2
3_3_place_gp | 0.362 | 760 | 141 | 18.2
2_1_floorplan | 0.315 | 795 | 58 | -
power by group:
group | internal, mW | leakage, nW | total [mW] | switching [mW]
clock | 0.104 | 0.0228 | 0.174 | 0.0694
sequential | 0.244 | 0.177 | 0.256 | 0.0126
combinational | 0.0641 | 0.196 | 0.102 | 0.0378
total | 0.412 | 0.395 | 0.532 | 0.120
Power figures rest on the tool's default switching activity, not on a simulated workload.
